==> /design/flow/design.v <==
module registerFile( 
  input clk, 
  input wenARd, 
  input [31:0] PCNxt, 
  input [3:0] Ymux, 
  input [31:0] RdData, 
  input [3:0] AddressRn, 
  input [3:0] AddressRs, 
  input [3:0] AddressRm, 
  output [31:0]Rm, 
  output [31:0]Rs, 
  output [31:0]Rn, 
  output [31:0]Rd, 
  output [31:0]PCout 
); 
  logic [31:0] dataMemory [15:0]; 
  assign Rs = dataMemory[AddressRs]; 
  assign Rd = dataMemory[Ymux]; 
  assign Rm = dataMemory[AddressRm]; 
  assign Rn = dataMemory[AddressRn]; 
  assign PCout = dataMemory[15]; 
   always @(posedge clk) begin 
     dataMemory[15] <= PCNxt; 
    if(wenARd)  
      dataMemory[Ymux] <= RdData; 
  end 
endmodule 
==> /design/flow/run.sh <==
#!/bin/bash
# OpenROAD 26Q1-2900-gdf79404cd8, Yosys 0.63+post, stock flow scripts
make -C /OpenROAD-flow-scripts/flow DESIGN_CONFIG=/design/flow/config.mk WORK_HOME=/design/flow/orfs finish
==> /design/flow/config.mk <==
export PLATFORM = sky130hd
export DESIGN_NAME = registerFile
export DESIGN_NICKNAME = registerFile
export VERILOG_FILES = /design/flow/design.v
export SDC_FILE = /design/flow/constraint.sdc
export NUM_CORES = 4
export LEC_CHECK = 1
export CORE_UTILIZATION = 30
==> /design/flow/constraint.sdc <==
current_design registerFile

set clk_period 5.4
set clk_io_pct 0.2

create_clock -name clk0 -period $clk_period [get_ports {clk}]

set non_clock_inputs [all_inputs -no_clocks]
set_input_delay [expr $clk_period * $clk_io_pct] -clock clk0 $non_clock_inputs
set_output_delay [expr $clk_period * $clk_io_pct] -clock clk0 [all_outputs]
==> metrics.cfg <==
[run_status]
outcome=finished clean

[detailed_routing]
drt_iter0_drc=1263
dr.pass1.iters=5
postRouteAntennaNets=0
via_count=20087
wire_per_inst_um=31.69
routed_wl_um=104500
vias_per_cell=6.093
drc=0

[grt]
grt_use_met3_pct=17.83
top_usage_layer=met2
grt_use_total_pct=21.91
grt_pass1_vias=22211
grt_max_degree=56
antenna_found_initial=6
grt_pass1_wl_um=150400
met1_usage_pct=23.45
met2_usage_pct=32.27
grt_overflow_total=0

[setup_path]
critPathLaunchType=primary input
endpoint_kind=primary output
crit_path_max_fanout=17
critPathArrivalTime_ns=3.89
worst_ep_required_time_ns=4.32
critPathKind=in2out

[clock_network]
cts_setup_buffers=0
clkTransAtPathRegs_ns=0.06
clock_path_buffers=3
clock-sinks=512
cts_tree=done
h-tree-depth=2
cts_buffers=61
clockRootBuffer=clkbuf_16
postCtsHoldBufs=0
cts.repair.resized=0

[final_layout]
comb_area_mm2=0.01470
regArea_mm2=0.01505
top_regs=dataMemory x512
largest_reg_flops=512
top_register=dataMemory
n_fill_cell=9021
synthToLayoutAreaGrowth_pct=21.62
final_layout_size_suffix_gt1_share_pct=38.83

[power_and_ir_drop]
p_leak_nw=11.69
combPwrFrac_pct=15.7
power.share.switching_pct=24.91
peakVddDrop_uv=263.4
power.switching_mw=2.558
p_per_area_mw_per_mm2=277.9
pwr-share-clk_pct=40.3
seqPwrFrac_pct=43.9
p_int_mw=7.712

[sta]
clock.fmax_mhz=201.2
hold_viol_final=0
worstMarginPinSlew_ns=0.9197
maxSlewViolCount=0
timing.final.crit_share_pct=92.04
rsz0062_at_grt=no
fin_crit_ns=4.970
fin_ws_ns=0.4300
slew_headroom_pct=38.54
setup_viol=0
fin_setup_tns_ns=0

[die]
rows=116
io_pins=242
die_h_um=320.3
die_area_mm2=0.1026
fp.dieW_um=320.3
coreArea_mm2=0.1003
fp_util_pct=30.30

[placement]
post-dp-hpwl_um=66700
gp_congestion=0.8877
pre_cts_ws_ns=0.5040
portBuffers=241

[synthesis]
synth_area_mm2=0.03039
yosys.stat.chipArea_mm2=0.03039
syn_inst=1657
yosys_warnings=1
ys_types=20
numSynthFlops=512
synth_seq_share_pct=49.54
avgSynthCellArea_um2=18.34
ys_cells=1657

[job]
warning_count=25
cap_violations=0

[hold_path]
hold_path_class=in2reg

cells in the final DEF (no fill, tap or decap), types with 10 or more instances in the layout:
cell | Yosys | layout
mux4_2 | 512 | 512
edfxtp_1 | 480 | 480
a22oi_1 | 256 | 256
clkdlybuf4s50_1 | 0 | 233
nand2_1 | 129 | 129
buf_4 | 8 | 83
clkbuf_16 | 0 | 61
mux2_1 | 32 | 32
dfxtp_1 | 32 | 32
buf_12 | 0 | 23
clkinv_2 | 0 | 18
nor2_4 | 0 | 16
clkinv_1 | 0 | 10
routing by layer:
metal / share of wire (%) / vias up
met5: 0.35 / -
met1: 31 / 10058
met2: 46 / 1793
met3: 18 / 288
li1: - / 7929
met4: 4.1 / 19
synthesized netlist by cell type (all sizes together):
cell type / count / share of area (%)
dfxtp: 32 / 2.1
nor2b: 8 / 0.16
or3b: 1 / 0.029
mux2: 32 / 1.2
and2: 4 / 0.082
nand3: 1 / 0.016
buf: 75 / 1.5
nor3: 4 / 0.066
edfxtp: 480 / 47
nor2: 16 / 0.21
mux4: 512 / 38
a22oi: 256 / 6.3
clkbuf: 103 / 1.3
nand3b: 2 / 0.049
nand2: 129 / 1.6
nand2b: 2 / 0.041
cells by family after synthesis:
logic type / Yosys count / synth area share (%)
multiplexers: 544 / 39.13
AND/OR/NAND/NOR: 167 / 2.248
AND-OR/OR-AND: 256 / 6.324
buffers and inverters: 178 / 2.755
flip-flops: 512 / 49.54
final cells by class:
type	count	share of cell area [%]
Tap cell	1357	4.594
Sequential cell	512	40.73
Clock buffer	69	4.211
Clock inverter	44	1.168
Multi-Input combinational cell	967	39.77
Antenna cell	1	0.006771
Timing Repair Buffer	347	9.516
metrics by stage:
step | hold WS (ns) | instances | instance area, um^2 | power [mW] | utilization [%]
finish | 1.000 | 3297 | 36960 | 10.27 | 36.85
floorplan | 1.179 | 1657 | 30390 | 5.411 | -
global placement | 1.661 | 3183 | 34970 | 6.197 | 34.87
global route | 0.9953 | 3296 | 36960 | 10.59 | 36.85
detailed placement | 1.668 | 3183 | 34970 | 6.204 | 34.87
CTS | 0.9648 | 3296 | 36960 | 10.35 | 36.85
power by group through the flow:
stage	Combinational [mW]	Sequential (mW)	Clock, mW
6_report	1.61	4.51	4.14
5_1_grt	1.71	4.53	4.35
4_1_cts	1.62	4.51	4.22
worst max-delay path: stages:
cell	delay [ns]
clkdlybuf4s50_1	0.82
nor2_4	0.92
buf_4	0.33
a22oi_1	0.12
nand2_1	0.12
clkdlybuf4s50_1	0.48
final timing paths:
path  startpoint                 end  slack [ns]  depth (start not counted)
max      Ymux[2]               Rd[2]        0.43                          6
min    PCNxt[13]  dataMemory[15][13]        1.00                          2
Power is estimated from default activity; no workload was simulated.
