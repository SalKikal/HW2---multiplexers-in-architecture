===== flow/config.mk =====
export PLATFORM = sky130hd
export DESIGN_NAME = ALU
export DESIGN_NICKNAME = ALU
export VERILOG_FILES = /design/flow/design.v
export SDC_FILE = /design/flow/constraint.sdc
export NUM_CORES = 4
export LEC_CHECK = 1
export CORE_UTILIZATION = 40

===== flow/constraint.sdc =====
current_design ALU

set clk_period 25.8
set clk_io_pct 0.2

create_clock -name clk0 -period $clk_period

set non_clock_inputs [all_inputs -no_clocks]
set_input_delay [expr $clk_period * $clk_io_pct] -clock clk0 $non_clock_inputs
set_output_delay [expr $clk_period * $clk_io_pct] -clock clk0 [all_outputs]

===== flow/design.v =====
module ALU(
	input [31:0] src1,
	input [31:0] src2,
	output reg [31:0] Rd_out,
	input [7:0] ctrl_cmd,
	output reg [3:0] new_flags,
	input [3:0] current_flags	 
);
logic [31:0] A[4], B[4], S[4];
logic cout[4];
logic fin_carry;
logic [3:0] flags_to_set_flags = 0;  
logic add_sub = 0;
MyAdder MyAdder_inst0(A[0], B[0], S[0], cout[0]);
MyAdder MyAdder_inst1(A[1], B[1], S[1], cout[1]);
MyAdder MyAdder_inst2(A[2], B[2], S[2], cout[2]);
MyAdder MyAdder_inst3(A[3], B[3], S[3], cout[3]);
always @(ctrl_cmd, src1, src2, current_flags, S[0], S[1], S[2], S[3], cout[0], cout[1], cout[2], cout[3]) begin
	case(ctrl_cmd[7:6])
		2'b00: begin
					case(ctrl_cmd[4:1])
						4'b0000: begin Rd_out <= src1 & src2; flags_to_set_flags <= 4'b1110; end
						4'b0001: begin Rd_out <= src1 ^ src2; flags_to_set_flags <= 4'b1110; end
						4'b0010: begin A[1] <= ~src2; B[1] <= 1; A[0] <= src1; B[0] <= S[1]; Rd_out <= S[0]; fin_carry <= cout[0]; flags_to_set_flags <= 4'b1111; add_sub <= 0; end
						4'b0011: begin A[1] <= ~src1; B[1] <= 1; A[0] <= src2; B[0] <= S[1]; Rd_out <= S[0]; fin_carry <= cout[0]; flags_to_set_flags <= 4'b1111; add_sub <= 0; end
						4'b0100: begin A[0] <= src1; B[0] <= src2; Rd_out <= S[0]; fin_carry <= cout[0]; flags_to_set_flags <= 4'b1111; add_sub <= 1; end
						4'b0101: begin A[0] <= src1; B[0] <= src2; A[1] <= S[0]; B[1] <= {28'h0000000, 3'b000, current_flags[1]}; Rd_out <= S[1]; fin_carry <= cout[1]; flags_to_set_flags <= 4'b1111; add_sub <= 1; end
						4'b0110: begin A[0] <= ~src2; B[0] <= 1; A[1] <= 1; B[1] <= {28'h0000000, 3'b000, current_flags[1]}; A[2] <= S[0]; B[2] <= S[1]; A[3] <= src1; B[3] <= S[2]; Rd_out <= S[3]; fin_carry <= cout[3]; flags_to_set_flags <= 4'b1111; add_sub <= 0; end
						4'b0111: begin A[0] <= ~src1; B[0] <= 1; A[1] <= 1; B[1] <= {28'h0000000, 3'b000, current_flags[1]}; A[2] <= S[0]; B[2] <= S[1]; A[3] <= src2; B[3] <= S[2]; Rd_out <= S[3]; fin_carry <= cout[3]; flags_to_set_flags <= 4'b1111; add_sub <= 0; end
						4'b1000: begin Rd_out <= src1 & src2; flags_to_set_flags <= 4'b1110; end
						4'b1001: begin Rd_out <= src1 ^ src2; flags_to_set_flags <= 4'b1110; end
						4'b1010: begin A[1] <= ~src2; B[1] <= 1; A[0] <= src1; B[0] <= S[1]; Rd_out <= S[0]; fin_carry <= cout[0]; flags_to_set_flags <= 4'b1111; add_sub <= 0; end
						4'b1011: begin A[0] <= src1; B[0] <= src2; Rd_out <= S[0]; fin_carry <= cout[0]; flags_to_set_flags <= 4'b1111; add_sub <= 1; end
						4'b1100: begin Rd_out <= src1 | src2; flags_to_set_flags <= 4'b1110; end
						4'b1101: begin Rd_out <= src2; flags_to_set_flags <= 4'b1110; end
						4'b1110: begin Rd_out <= src1 & ~src2; flags_to_set_flags <= 4'b1110; end
						4'b1111: begin Rd_out <= ~src1; flags_to_set_flags <= 4'b1110; end
						default: Rd_out <= 0;
					endcase
				 end
		2'b01: begin
					case(ctrl_cmd[2])
						1'b0: begin A[0] <= src1; B[0] <= src2; Rd_out <= S[0]; fin_carry <= cout[0]; flags_to_set_flags <= 4'b0000; end
						default: Rd_out <= 0;
					endcase
				 end
		2'b10: begin A[0] <= src1; B[0] <= src2; Rd_out <= S[0]; fin_carry <= cout[0]; flags_to_set_flags <= 4'b0000; end
		2'b11: begin
					case(ctrl_cmd[3:1])
						3'b000: begin Rd_out <= src1 * src2; flags_to_set_flags <= 4'b1100; end  
						default: Rd_out <= 0;
					endcase
				 end
		default: Rd_out <= 0;
	endcase
end
always_comb begin
	if (Rd_out == 0 && flags_to_set_flags[2] == 1) new_flags[2] <= 1;
	else new_flags[2] <= 0;
	if (Rd_out[31] == 1 && flags_to_set_flags[3] == 1) new_flags[3] <= 1;
	else new_flags[3] <= 0;
	if (fin_carry == 1 && flags_to_set_flags[1] == 1) new_flags[1] <= 1;
	else new_flags[1] <= 0;
	if (flags_to_set_flags[0] == 1 && (src1[31]^Rd_out[31]) && ~(src1[31]^src2[31]^add_sub)) new_flags[0] <= 1;
	else new_flags[0] <= 0;
end
endmodule
module MyAdder
#(
    parameter bitwidth = 32
)(
    input [bitwidth-1:0] A, B,
    output [bitwidth-1:0] S,
    output Cout
);
  wire [15:0] Adder_S0;
  wire [15:0] Adder_S1;
  wire Cout_middle, C0, C1;
  CLA_16bit CLA_16_inst(A[15:0], B[15:0], 0, S[15:0], Cout_middle);
  CLA_16bit CLA_16_inst0(A[31:16], B[31:16], 0, Adder_S0, C0);
  CLA_16bit CLA_16_inst1(A[31:16], B[31:16], 1, Adder_S1, C1);
  mux2_16 mux2_16_inst(Adder_S1, Adder_S0, Cout_middle, S[31:16]);
  mux2    mux2_inst   (C1, C0, Cout_middle, Cout);
endmodule
module HA(
    input a,b,
    output s, cout
);
    assign s=a^b;
    assign cout=a&b;
endmodule
module FA (
    input a,b,cin,
    output s,cout
    );
    wire xor1;
    assign xor1 = a^b;
    assign s = xor1^cin;
    assign cout = xor1&cin | a&b;
endmodule
module CLA_4bit(
  input [3:0] A, B,
  input Cin,
  output [3:0] S,
  output Cout
);
  wire [4:0] C;
  wire [3:0] G;
  wire [3:0] P;
  wire [3:0] S_out, FA_cout;
  assign C[0] = Cin;
  genvar i;
  generate
    for(i = 0; i < 4; i = i+1) begin :name
      HA HA_instant(A[i], B[i], P[i], G[i]);
      assign C[i+1] = G[i] | C[i]&P[i];
      FA FA_instant(A[i], B[i], C[i], S_out[i], FA_cout[i]);
    end
  endgenerate
  assign S = S_out;
  assign Cout = C[4];
endmodule
module CLA_16bit(
  input [15:0] A, B,
  input Cin,
  output [15:0] S,
  output Cout
);
  wire [3:0] C;
  CLA_4bit CLA_4_inst0(A[3:0],   B[3:0],   Cin,  S[3:0],   C[0]);
  CLA_4bit CLA_4_inst1(A[7:4],   B[7:4],   C[0], S[7:4],   C[1]);
  CLA_4bit CLA_4_inst2(A[11:8],  B[11:8],  C[1], S[11:8],  C[2]);
  CLA_4bit CLA_4_inst3(A[15:12], B[15:12], C[2], S[15:12], C[3]);
  assign Cout = C[3];
endmodule
module mux2(
  input A, B,
  input s,
  output Y
);
  assign Y = s ? A : B;  
endmodule
module mux2_16(
  input [15:0] A, B,
  input s,
  output [15:0] Y
);
  assign Y = s ? A : B;  
endmodule

===== flow/run.sh =====
#!/bin/bash
# OpenROAD 26Q1-2900-gdf79404cd8, Yosys 0.63+post, stock flow scripts
make -C /OpenROAD-flow-scripts/flow DESIGN_CONFIG=/design/flow/config.mk WORK_HOME=/design/flow/orfs finish

==> flow_summary_export.csv <==
group,metric,value,unit
sta,min_period_over_period,76.4,%
layout,postLayoutCoreUtil,43.7,%
yosys,yosys_warnings,42,
yosys,ys_seq_elements,230,
drt,vias_per_cell,5.53,
hold_path,hp_class,"in2out",
worst_setup_path,arrival_time_worst_endpoint,14.55,ns
die,dieArea,71400,um^2
sta,tightest_slew,0.890,ns
layout,final.fill_count,6869,
die,die_height,267,um
sta,finalSetupViolCount,0,
yosys,synth.area.top_cells,"sky130_fd_sc_hd__fa_1 (35%), sky130_fd_sc_hd__dlxtn_1 (12%), sky130_fd_sc_hd__ha_1 (9.6%)",
global_routing,grtUsageMet1,42.7,%
yosys,synth.distinct_cells,97,
global_routing,grt_start_max_net_pins,79,
global_routing,first_pass_grt_wire_length,157000,um
yosys,synth_top_cell_by_count,"sky130_fd_sc_hd__inv_1",
place,gpl.final_weighted_congestion,1.00,
global_routing,antenna_found_initial,2,
worst_setup_path,timing.critical_path.slowest_stage_cell,"sky130_fd_sc_hd__clkdlybuf4s50_1",
sta,timing.final.max_slew_violations,0,
drt,detail_route.first_pass.iterations,6,
clock_tree,cts_setup_buffers,0,
run,openroad.warnings,59,
worst_setup_path,timing_worst_setup_path_type,"in2out",
sta,fin_tns_setup,0,ns
yosys,post_synth_inst_count,3421,
sta,layout_min_cycle_time,19.71,ns
yosys,ys_async_sr_fraction,0,%
sta,untimed_endpoints,231,
clock_tree,post_cts_hold_buffer_count,0,
place,port-buffer-count,107,
drt,number_of_nets_with_antenna_violations_after_detailed_routing,0,
yosys,largest_area_cell,"sky130_fd_sc_hd__fa_1",
yosys,syn_area,28100,um^2
drt,vias,24000,
worst_setup_path,worstPathRequired,20.64,ns
layout,ratio_of_cells_with_drive_above_1_in_the_final_layout,4.17,%
layout,syn_to_final_growth,7.27,%
hold_path,min_from,"ctrl_cmd[3]",
yosys,dominant_register_cell,"sky130_fd_sc_hd__dlxtn_1",
worst_setup_path,worstPathMaxFanout,28,
die,placementRows,96,
die,core_region_area,69100,um^2
sta,timing.slew.headroom,40.3,%
clock_tree,number_of_resized_instances_in_the_post_cts_repair_step,0,
global_routing,global_route_usage_over_all_layers,31.9,%
outcome,status,"finished, final reports clean",
global_routing,grt-ovfl-total,0,
worst_setup_path,critical_path.most_common_cell,"sky130_fd_sc_hd__fa_1",
yosys,yosysCellCount,3421,
global_routing,grtUsageMet2,45.4,%
yosys,post-synth-top-area-fraction,35.4,%
worst_setup_path,crit_path_max_incr_delay,0.90,ns
die,fp_util,40.7,%
yosys,ys_area,28100,um^2
drt,drt_first_iter_violations,1719,
die,die-width,267,um
drt,drt_wl_total,104000,um
global_routing,grt_pass1_vias,24400,
drt,wl_per_cell,24.1,um
hold_path,worst_hold_path.endpoint,"Rd_out[10]",
place,place_area,30200,um^2
yosys,ys_top_cells_by_count,"sky130_fd_sc_hd__inv_1 (686), sky130_fd_sc_hd__nand2_1 (608), sky130_fd_sc_hd__fa_1 (497)",
global_routing,top_usage_layer,"met2",
global_routing,grtUsageMet3,17.2,%
place,hpwlAfterDp,76300,um
drt,drc,0,
sta,finalHoldViolations,0,
sta,count_of_unclocked_register_or_latch_pins,230,
die,floorplan.io_pins,112,
hold_path,min_delay_path_depth,5,
worst_setup_path,cp-start-kind,"primary input",
run,drv_cap,0,
drt,insertedDiodeCount,0,
layout,fin_area,30200,um^2
yosys,enable_flop_cells,0,
worst_setup_path,cp-end-kind,"output pin",
sta,clock.fmax,0.0507,GHz
sta,unrepaired_setup_endpoints_after_global_routing,"false",
sta,hold_ws,11.40,ns
yosys,syn-mean-instance-area,8.23,um^2
## logic make-up after synthesis
kind of cell | count (synthesis) | synth area share, %
AND-OR/OR-AND | 519 | 12.8
XOR/XNOR | 87 | 2.78
adder cells (fa/ha/maj) | 712 | 44.9
buffers and inverters | 913 | 12.6
latches | 230 | 12.3
multiplexers | 28 | 1.10
AND/OR/NAND/NOR | 932 | 13.6
## cells in the final DEF (no fill, tap or decap), types with 27 or more instances in the layout
cell type,n
sky130_fd_sc_hd__nand2_1,607
sky130_fd_sc_hd__o21ai_0,161
sky130_fd_sc_hd__dlxtn_1,230
sky130_fd_sc_hd__clkdlybuf4s50_1,104
sky130_fd_sc_hd__a22o_1,27
sky130_fd_sc_hd__fa_1,497
sky130_fd_sc_hd__ha_1,214
sky130_fd_sc_hd__buf_4,90
sky130_fd_sc_hd__inv_1,686
sky130_fd_sc_hd__nor2_1,199
sky130_fd_sc_hd__xnor2_1,63
sky130_fd_sc_hd__a21oi_1,68
sky130_fd_sc_hd__o221ai_1,65
## through the flow
step,setup WS (ns),cells
after CTS,6.31,4337
after detailed placement,6.35,4337
after global routing,5.79,4337
after global placement,6.34,4337
after floorplan,8.58,3421
final,6.09,4337
## sequential cells by signal, indices dropped and copies added, names as in the netlist
signal	flops
flags_to_set_flags	3
add_sub	1
B	97
fin_carry	1
A	128
## critical path, delay by kind of cell
family	cells	cell delay, ns
XOR/XNOR	2	0.45
AND/OR/NAND/NOR	4	0.63
adder cells (fa/ha/maj)	9	4.40
buffers and inverters	10	2.23
AND-OR/OR-AND	4	1.62
## routing by layer
metal	up-vias	wire, um
met5	-	92
met4	6	4240
met3	224	16100
met2	1421	44400
met1	11700	39500
li1	10600	-
## layout make-up
| cell class | count | area, um^2 | share of cell area (%) |
|---|---|---|---|
| well taps | 931 | 1160 | 3.86 |
| multi-input cells | 2278 | 21200 | 70.2 |
| flip-flops and latches | 230 | 3450 | 11.4 |
| repair buffers | 197 | 1730 | 5.74 |
| inverters | 701 | 2630 | 8.72 |
## worst max-delay path by stage
| stage | start | to | slack [ns] | depth (start not counted) |
|---|---|---|---|---|
| 4_1_cts | src2[8] | new_flags[0] | 6.31 | 26 |
| 5_1_grt | src2[2] | new_flags[2] | 5.79 | 30 |
| 6_report | src2[2] | new_flags[0] | 6.09 | 29 |
